$ cat run.sh
#!/bin/bash
# OpenROAD 26Q1-2900-gdf79404cd8, Yosys 0.63+post, stock flow scripts
make -C /OpenROAD-flow-scripts/flow DESIGN_CONFIG=/design/flow/config.mk WORK_HOME=/design/flow/orfs finish
$ cat config.mk
export PLATFORM = sky130hd
export DESIGN_NAME = core
export DESIGN_NICKNAME = core
export VERILOG_FILES = /design/flow/design.v
export SDC_FILE = /design/flow/constraint.sdc
export NUM_CORES = 4
export LEC_CHECK = 1
export CORE_UTILIZATION = 40
$ cat constraint.sdc
current_design core

set clk_period 42.4
set clk_io_pct 0.2

create_clock -name clk0 -period $clk_period [get_ports {clk}]

set non_clock_inputs [all_inputs -no_clocks]
set_input_delay [expr $clk_period * $clk_io_pct] -clock clk0 $non_clock_inputs
set_output_delay [expr $clk_period * $clk_io_pct] -clock clk0 [all_outputs]
$ cat design.v
module core (
    clk,
    rstn,
    iaddr,
    idata,
    ivalid,
    daddr,
    drdata,
    drvalid,
    dwdata,
    dwe
);
input   wire    clk;
input   wire    rstn;
output  wire    [31:0]  iaddr;
input   wire    [31:0]  idata;
input   wire            ivalid;
output  reg     [31:0]  daddr;
input   wire    [31:0]  drdata;
input   wire            drvalid;
output  reg     [31:0]  dwdata;
output  reg     [3:0]   dwe;
reg     [31:0]  xreg    [0:31];
reg     [31:0]  inst;
reg     [31:0]  mcycle;
wire    [4:0]   i_rs1   =   inst[19:15];
wire    [4:0]   i_rs2   =   inst[24:20];
wire    [4:0]   i_rd    =   inst[11:7];
wire    [2:0]   i_fun3  =   inst[14:12];
wire    [6:0]   i_fun7  =   inst[31:25];
wire    [11:0]  i_iimm  =   inst[31:20];
wire    [11:0]  i_simm  =   {inst[31:25], inst[11:7]};
wire    [12:0]  i_bimm  =   {inst[31], inst[7], inst[30:25], inst[11:8], 1'h0};
wire    [31:0]  i_uimm  =   {inst[31:12], 12'h0};
wire    [20:0]  i_jimm  =   {inst[31], inst[19:12], inst[20], inst[30:21], 1'h0};
reg     [31:0]  pc;
reg     [3:0]   flush;
wire            halt;
reg             sub_stage;
assign halt = !ivalid || !drvalid;
assign iaddr = pc;
function [31:0] GET_XREG;
    input [4:0] REG;
    begin
        GET_XREG = REG ? xreg[REG] : 0;
    end
endfunction
function [31:0] ALU;
    input   wire    [31:0]  a;
    input   wire    [31:0]  b;
    input   wire    [3:0]   op;
    begin
        case(op)
        'b0000:    ALU = a + b;
        'b1000:    ALU = a - b;
        'b0001:    ALU = a << b[4:0];
        'b0010:    ALU = $signed(a) < $signed(b);
        'b0011:   ALU = a < b;
        'b0100:    ALU = a ^ b;
        'b0101:    ALU = a >> b[4:0];
        'b1101:    ALU = $signed(a) >>> b[4:0];
        'b0110:     ALU = a | b;
        'b0111:    ALU = a & b;
        endcase
    end
endfunction
function [0:0] BALU;
    input   wire    [31:0]  a;
    input   wire    [31:0]  b;
    input   wire    [2:0]   op;
    begin
        case (op)
            'b000:    BALU = a == b ? 1 : 0;
            'b001:    BALU = a != b ? 1 : 0;
            'b100:    BALU = $signed(a) < $signed(b) ? 1 : 0;
            'b101:    BALU = $signed(a) >= $signed(b) ? 1 : 0;
            'b110:   BALU = a < b ? 1 : 0;
            'b111:   BALU = a >= b ? 1 : 0;
        endcase
    end
endfunction
always @ (posedge clk) begin
    if (!rstn) begin
        pc <= 'h00000000;
        inst <= 0;
        flush <= 0;
        sub_stage <= 0;
        daddr <= 0;
        dwdata <= 0;
        dwe <= 0;
        mcycle <= 0;
    end
    else begin
        mcycle <= mcycle + 1;
        flush <=    halt ? flush :
                    flush ? flush - 1 :
                    (
                        inst[6:0] == 'b1101111 ||
                        inst[6:0] == 'b1100111 ||
                        inst[6:0] == 'b1100011
                    ) ? 1 : 0;
        inst <=     halt ? inst :
                    flush ? 0 : (
                        inst[6:0] == 'b0000011 ||
                        inst[6:0] == 'b0100011
                    ) ? inst : idata;
        if (!halt && !flush) begin
            if (
                inst[6:0] == 'b1101111 ||
                inst[6:0] == 'b1100111 ||
                inst[6:0] == 'b1100011 ||
                inst[6:0] == 'b0000011 ||
                inst[6:0] == 'b0100011
            ) begin
            end
            else begin
                pc <= pc + 4;
            end
        end
        if (!halt && !flush && inst) begin
            casez (inst)
                'b?????????????????????????0110111:      begin
                    xreg[i_rd] <= i_uimm;
                end
                'b?????????????????????????0010111:    begin
                    xreg[i_rd] <= ALU(pc - 4, i_uimm, 'b0000);
                end
                'b?????????????????????????1101111:      begin
                    xreg[i_rd] <= pc;
                    pc <= ALU(pc - 4, {{12{i_jimm[20]}}, i_jimm[19:0]}, 'b0000);
                end
                'b?????????????????000?????1100111:     begin
                    xreg[i_rd] <= pc;
                    pc <= ALU(GET_XREG(i_rs1), {{12{i_jimm[20]}}, i_jimm[19:0]}, 'b0000);
                end
                'b?????????????????????????1100011:   begin
                    pc <= BALU(GET_XREG(i_rs1), GET_XREG(i_rs2), i_fun3) ? pc + {{20{i_bimm[12]}}, i_bimm[11:0]} - 4: pc;
                end
                'b?????????????????????????0000011:     begin
                    if (sub_stage == 0) begin
                        daddr <= ALU(GET_XREG(i_rs1), {{21{i_iimm[11]}}, i_iimm[10:0]}, 'b0000);
                        sub_stage <= 1;
                    end
                    else begin
                        xreg[i_rd] <= drdata;
                        pc <= pc + 4;
                        inst <= idata;
                        sub_stage <= 0;
                    end
                end
                'b?????????????????????????0100011:    begin
                    if (sub_stage == 0) begin
                        daddr <= ALU(GET_XREG(i_rs1), {{21{i_simm[11]}}, i_simm[10:0]}, 'b0000);
                        dwdata <= GET_XREG(i_rs2);
                        dwe <= 15;
                        sub_stage <= 1;
                    end
                    else begin
                        dwe <= 0;
                        pc <= pc + 4;
                        inst <= idata;
                        sub_stage <= 0;
                    end
                end
                'b?????????????????????????0010011:     begin
                    if (i_fun3 == 'b0011) begin
                        xreg[i_rd] <= ALU(GET_XREG(i_rs1), i_iimm, i_fun3);
                    end
                    else begin
                        xreg[i_rd] <= ALU(GET_XREG(i_rs1), {{21{i_iimm[11]}}, i_iimm[10:0]}, i_fun3);
                    end
                end
                'b?????????????????????????0110011:      begin
                    xreg[i_rd] <= ALU(GET_XREG(i_rs1), GET_XREG(i_rs2), i_fun3);
                end
                'b?????????????????????????1110011:   begin
                    casez (inst)
                        'b?????????????????001?????1110011:
                            xreg[i_rd] <= mcycle;
                        'b?????????????????010?????1110011:
                            xreg[i_rd] <= mcycle;
                        'b?????????????????011?????1110011:
                            xreg[i_rd] <= mcycle;
                        'b?????????????????101?????1110011:
                            xreg[i_rd] <= mcycle;
                        'b?????????????????110?????1110011:
                            xreg[i_rd] <= mcycle;
                        'b?????????????????111?????1110011:
                            xreg[i_rd] <= mcycle;
                    endcase
                end
            endcase
        end
    end
end
endmodule
==> metrics.csv <==
stage,metric,value,unit
critical_path,critPathRequiredTime,42.96,ns
placed_design,post-place-ws,28.35,ns
synthesis,yosys_warnings,2,
synthesis,top_area_cell,edfxtp_1,
grt,grt_pass1_wl,449400,um
layout,comb_area,0.03742,mm2
synthesis,syn_inst,6232,
grt,grt_overflow_total,0,
sta,finalCritPeriodShare,31.78,%
pwr,pwr-share-seq,44.2,%
synthesis,ys.flops,1190,
routing,drt_wl_total,324200,um
synthesis,edf_count,1024,
synthesis,avgSynthCellArea,11.91,um2
critical_path,path_cells,clkdlybuf4s50_1 -> nor4bb_1 -> nand2_1 -> nor3_2 -> buf_4 -> nor2_1 -> a21oi_1 -> and2_1 -> nand2_1 -> o32ai_1 -> o22ai_1 -> nand3_1 -> buf_4,
layout,layout-drive-gt1-share,18.28,%
placed_design,place.detailed.hpwl,232600,um
die,die_area,0.1873,mm2
pwr,p_int,2.056,mW
sta,finalHoldViolations,0,
grt,antenna_found_initial,10,
sta,setup_viol,0,
grt,grt_busiest_layer,met2,
sta,fin_skew,0.07206,ns
layout,n_fill_cell,16370,
cts,postCtsSetupRepairBufs,0,
cts,cts_inserted_buffers,133,
routing,viasPerCell,6.423,
layout,syn2layout_area_growth,13.26,%
routing,drc_errors,0,
run_status,status,"complete, no violations",
grt,grtUsageTotal,36.96,%
cts,ctsRootBufferMaster,clkbuf_16,
sta,setup_slack,28.92,ns
synthesis,synthTopCellsByArea,"edfxtp_1, mux4_2, ha_1",
synthesis,synth_seq_share,45.90,%
cts,cts_tree,yes,
pwr,powerDensity,34.20,mW/mm2
cts,htree_levels,4,
pwr,swShare,28.51,%
critical_path,cp.arrival,14.03,ns
pwr,leakage,29.80,nW
synthesis,yosys_area,0.07424,mm2
routing,vias,57750,
grt,met3_usage,19.51,%
synthesis,syn_area,0.07424,mm2
critical_path,worstSetupEndpointType,flip-flop,
critical_path,crit_path_max_incr_delay,0.69,ns
die,die_x,432.8,um
cts,clkTransAtPathRegs,0.06,ns
sta,finalCriticalPeriod,13.48,ns
cts,worst_skew_pair.late_latency,0.84,ns
die,die_h,432.8,um
cts,cts_hold_buf,0,
routing,wl_per_cell,36.06,um
run,max-cap-violations,0,
synthesis,synth-async-reset-ratio,0,%
pwr,irDropWorstVdd,0.03313,mV
die,rows,157,
die,initCoreUtil,40.42,%
critical_path,worstSetupPathType,in2reg,
sta,slew_viol_final,0,
cts,cts_buffer_depth,3,
critical_path,critPathMaxFanout,32,
synthesis,ys_cells,6232,
sta,max_freq,0.07421,GHz
pwr,combPwrFrac,16.4,%
min_path,hp-class,reg2reg,
synthesis,synth_top_area_share,41.42,%
run,warning_count,162,
layout,flop_area,0.03410,mm2
routing,drtPass1Iterations,8,
cts,cts_resized,0,
placed_design,portBuffers,167,
sta,rsz0062_at_grt,false,
grt,grt_pass1_vias,57960,
grt,grt_max_degree,122,
die,io_pins,168,
critical_path,cp-start-kind,primary input,
routing,ant_nets,0,
die,core_area,0.1837,mm2
grt,use_met1,47.04,%
pwr,power,2.876,mW
grt,grt_use_met2,52.73,%
sta,fin_tns_setup,0,ns
pwr,pwr-share-clk,39.4,%
pwr,power_switching,0.8198,mW
sta,tightestPinTransition,1.442,ns
critical_path,regToRegSetupSlack,33.38,ns
placed_design,routabilityCongestion,1.106,
sta,max_slew_margin,3.231,%
routing,drt_iter0_drc,5416,
critical_path,crit_slowest_cell,a21oi_1,
synthesis,ys_types,110,
synthesis,flop_cell,edfxtp_1,
cts,cts.sinks,1190,
## registers in the layout, summed over array words and instances, names as in the netlist
name / cells
xreg: 1024
daddr: 32
dwdata: 32
inst: 32
mcycle: 32
pc: 32
flush: 4
dwe: 1
sub_stage: 1
## placed cells by master (no fill, tap or decap), drive strengths merged, types with 51 or more instances in the layout
cell type	instances
xor2	51
clkbuf	172
nand3	133
inv	293
clkdlybuf4s50	167
o21ai	356
nor2	461
dfxtp	166
mux4	486
a21oi	405
clkinv	55
a21o	54
a22oi	164
mux2i	269
o22ai	66
xnor2	153
nor3	111
edfxtp	1024
buf	323
nand2	369
ha	312
a211oi	114
## Yosys cell counts (34+ instances only)
master    count
buf_2        70
o22ai_1      66
a22oi_1     162
inv_1       280
mux2_2       44
nand2_1     369
a21oi_1     404
nand3_1     133
and3_1       37
a31oi_1      39
nand2b_1     44
edfxtp_1   1024
xnor2_1     153
a21o_1       54
o31ai_1      34
mux2i_1     267
nor2_1      456
nor3_1      106
clkbuf_1    282
nand4_1      45
xor2_1       51
a221oi_1     49
o21ai_0     343
mux4_2      472
dfxtp_1     166
o211ai_1     35
o221ai_1     39
ha_1        312
nor4_1       36
a211oi_1    114
o21bai_1     35
## worst max-delay path, delay by kind of cell
family,cells,cell delay (ns)
AOI/OAI and AO/OA,3,1.41
buffers and inverters,3,1.38
and+or+nand+nor,7,2.70
## worst paths after layout
path	from	to	cells past startpoint
max	drvalid	xreg[22][20]	13
min	daddr[2]	daddr[2]	2
max reg2reg	inst[15]	xreg[13][23]	20
min reg2reg	daddr[2]	daddr[2]	2
## power by group through the flow
stage / sequential [mW] / combinational [mW] / clock [mW]
CTS: 1.27 / 0.458 / 1.15
global route: 1.27 / 0.494 / 1.19
finish: 1.27 / 0.472 / 1.13
## metrics by stage
stage               std cells  util, %  hold WS, ns  area [um2]
floorplan                6232        -       0.4174       74240
global placement         8746    43.46       0.4438       79820
detailed placement       8746    43.46       0.4471       79820
CTS                      8986    45.77       0.4544       84060
global route             8986    45.77       0.4689       84070
finish                   8991    45.78       0.4521       84080
## cell families after synthesis
kind of cell             after synthesis  share of synthesized area, %
AND-OR/OR-AND                       1591                         13.92
XOR/XNOR                             204                         2.407
AND/OR/NAND/NOR                     1403                         8.904
buffers and inverters                726                         4.318
adder cells (fa/ha/maj)              318                         5.420
flip-flops                          1190                         45.90
multiplexers                         800                         19.13
## per-layer routing
metal / part of all wire (%) / up-vias
li1: - / 24780
met1: 35 / 28350
met2: 44 / 3822
met3: 14 / 773
met4: 6.8 / 20
met5: 0.11 / -
## layout make-up
cell class	count	share of cell area, %
Multi-Input combinational cell	4316	44.51
Sequential cell	1190	40.56
Timing Repair Buffer	490	4.917
Clock buffer	172	4.311
Tap cell	2464	3.667
Inverter	286	1.286
Clock inverter	68	0.7381
Antenna cell	5	0.01488
Power figures rest on the tool's default switching activity, not on a simulated workload.
